File: flow/config.mk
export PLATFORM = sky130hd
export DESIGN_NAME = TBox
export DESIGN_NICKNAME = TBox
export VERILOG_FILES = /design/flow/design.v
export SDC_FILE = /design/flow/constraint.sdc
export NUM_CORES = 4
export LEC_CHECK = 1
export CORE_AREA = 10 10 98 98
export DIE_AREA = 0 0 108 108
export SYNTH_HDL_FRONTEND = slang
File: flow/constraint.sdc
current_design TBox

set clk_period 2.4
set clk_io_pct 0.2

create_clock -name clk0 -period $clk_period [get_ports {clk}]

set non_clock_inputs [all_inputs -no_clocks]
set_input_delay [expr $clk_period * $clk_io_pct] -clock clk0 $non_clock_inputs
set_output_delay [expr $clk_period * $clk_io_pct] -clock clk0 [all_outputs]
File: flow/design.v
module TBox(
    input clk,
    input set,
    input reset,
    input [1:0] row,
    input [1:0] col,
    output [8:0] valid,
    output  [8:0] symbol,
    output  [1:0] game_state
);
wire sike;
wire[8:0]iset;
RowColDecoder gd(row, col, iset);
xnor (sike,valid[0],valid[1],valid[2],valid[3],valid[4],valid[5],valid[6],valid[7],valid[8]);
TCell cell1(clk, set& iset[0],reset, sike, valid[0], symbol[0]);
TCell cell2(clk, set& iset[1],reset, sike, valid[1], symbol[1]);
TCell cell3(clk, set& iset[2],reset, sike, valid[2], symbol[2]);
TCell cell4(clk, set& iset[3],reset, sike, valid[3], symbol[3]);
TCell cell5(clk, set& iset[4],reset, sike, valid[4], symbol[4]);
TCell cell6(clk, set& iset[5],reset, sike, valid[5], symbol[5]);
TCell cell7(clk, set& iset[6],reset, sike, valid[6], symbol[6]);
TCell cell8(clk, set& iset[7],reset, sike, valid[7], symbol[7]);
TCell cell9(clk, set& iset[8],reset, sike, valid[8], symbol[8]);
check_winner bd(valid, symbol,reset, game_state);
endmodule
module RowColDecoder (
    input [1:0] row,  
    input [1:0] col,
    output  reg [8:0] iset);  
   always@(*)
   begin
    if(row==2'b01&&col==2'b01)
    begin
    iset=9'b000000001;
    end
    else if(row==2'b01&&col==2'b10)
    begin
    iset=9'b000000010;
    end
    else if(row==2'b01&&col==2'b11)
    begin
    iset=9'b000000100;
    end
    else if(row==2'b10&&col==2'b01)
    begin
    iset=9'b000001000;
    end
    else if(row==2'b10&&col==2'b10)
    begin
    iset=9'b000010000;
    end
    else if(row==2'b10&&col==2'b11)
    begin
    iset=9'b000100000;
    end
    else if(row==2'b11&&col==2'b01)
    begin
    iset=9'b001000000;
    end
    else if(row==2'b11&&col==2'b10)
    begin
    iset=9'b010000000;
    end
    else if(row==2'b11&&col==2'b11)
    begin
    iset=9'b100000000;
    end
   end
endmodule
module generat(
    input [8:0] valid,
    output  k
);
assign k=~(valid[0]^valid[1]^valid[2]^valid[3]^valid[4]^valid[5]^valid[6]^valid[7]^valid[8]);
endmodule
module check_winner(
    input [8:0] valid,
    input [8:0] symbol,
    input reset,
    output reg [1:0] game_state
);
initial begin
    game_state=2'b00;
end
always@(*)
begin
if(symbol[0]==symbol[1]&&symbol[1]==symbol[2]&&valid[0]&&valid[1]&&valid[2])
begin
    if(symbol[0]==1'b1)
    begin
        game_state=2'b01;
    end
    else
    begin
        game_state=2'b10;
    end
end
else if(symbol[3]==symbol[4]&&symbol[4]==symbol[5]&&valid[3]&&valid[4]&&valid[5])
begin
    if(symbol[3]==1'b1)
    begin
        game_state=2'b01;
    end
    else
    begin
        game_state=2'b10;
    end
end
else if(symbol[6]==symbol[7]&&symbol[7]==symbol[8]&&valid[6]&&valid[7]&&valid[8])
begin
    if(symbol[6]==1'b1)
    begin
        game_state=2'b01;
    end
    else
    begin
        game_state=2'b10;
    end
end
else if(symbol[0]==symbol[3]&&symbol[3]==symbol[6]&&valid[0]&&valid[3]&&valid[6])
begin
    if(symbol[0]==1'b1)
    begin
        game_state=2'b01;
    end
    else
    begin
        game_state=2'b10;
    end
end
else if(symbol[1]==symbol[4]&&symbol[4]==symbol[7]&&valid[1]&&valid[4]&&valid[7])
begin
    if(symbol[1]==1'b1)
    begin
        game_state=2'b01;
    end
    else
    begin
        game_state=2'b10;
    end
end
else if(symbol[2]==symbol[5]&&symbol[5]==symbol[8]&&valid[2]&&valid[5]&&valid[8])
begin
    if(symbol[2]==1'b1)
    begin
        game_state=2'b01;
    end
    else
    begin
        game_state=2'b10;
    end
end
else if(symbol[0]==symbol[4]&&symbol[4]==symbol[8]&&valid[0]&&valid[4]&&valid[8])  
begin
    if(symbol[0]==1'b1)
    begin
        game_state=2'b01;
    end
    else
    begin
        game_state=2'b10;
    end
end
else if(symbol[2]==symbol[4]&&symbol[4]==symbol[6]&&valid[2]&&valid[4]&&valid[6])
begin
    if(symbol[2]==1'b1)
    begin
        game_state=2'b01;
    end
    else
    begin
        game_state=2'b10;
    end
end
else if (valid==9'b111111111)
begin
    begin
        game_state=2'b11;
    end
end
else begin if(reset)
    begin
        game_state=2'b00;
    end
end
end
endmodule
module TCell(input clk, set, reset, set_symbol, output reg valid,symbol);
initial begin
    valid = 1'b0;
end
    always @(posedge clk)
    begin
        if(reset)
        begin
            valid = 0;
            symbol = 0;
        end
        else if(set&~valid)
        begin
            valid = 1;
            symbol = set_symbol;
        end
    end
endmodule
File: flow/run.sh
#!/bin/bash
# OpenROAD 26Q1-2900-gdf79404cd8, Yosys 0.63+post, stock flow scripts
make -C /OpenROAD-flow-scripts/flow DESIGN_CONFIG=/design/flow/config.mk WORK_HOME=/design/flow/orfs finish
==> ci_impl_report.md <==
## Synthesis and layout report

| Metric | Value |
|---|---|
| Outcome | complete, no violations |
| IO Count | 27 |
| Max Clock Skew | 0.00691 ns |
| Largest delay share family, worst path | buffers and inverters |
| TritonCTS Buffers | 3 |
| Setup total negative slack | 0 ns |
| Gr ovfl total | 0 |
| CTS tree | yes |
| CP Buf/Inv Count | 1 |
| Worst Path Arrival | 1.38 ns |
| Core area | 7650 um^2 |
| FP Core Util | 19.9% |
| Max frequency | 539 MHz |
| # rows | 32 |
| Yosys top cell by area | dfxtp_1 |
| Chip area | 11,700 um^2 |
| Drt pass-1 iters | 4 |
| Slew HR | 54.9% |
| CP Cell Sequence | clkdlybuf4s50_1 |
| Power Density | 375 nW/um^2 |
| Top cells by count | 39 x nor2_1, 19 x nand2_1, 18 x buf_4, 18 x dfxtp_1, 14 x a21oi_1 |
| Fin. Hold Viols | 0 |
| GRT Util Overall | 6.61% |
| CTS root buf | clkbuf_8 |
| Post-cts resize count | 0 |
| Pint | 518 uW |
| Kind of start point of the critical path | flip-flop |
| Crit path DRT | 1.92 ns |
| Final setup violation count | 0 |
| Layout cell share with drive strength beyond 1 | 6.44% |
| Number of unconstrained endpoints | 13 |
| Final Max Slew Viols | 0 |
| Count leader, synth | nor2_1 |
| Clock slew at reported path FFs | 0.07 ns |
| Crit end category | output port |
| Post-CTS Hold Buffers | 0 |
| Initial DRC count | 71 |
| Post-DR wirelength/cell | 12.6 um |
| OpenROAD warning count | 25 |
| I/O Buffers | 26 |
| Psw | 165 uW |
| YS chip area | 1520 um^2 |
| Total number of vias | 1,317 |
| Worst-Skew Late Latency | 0.25 ns |
| Yosys warnings | 0 |
| Fillers | 831 |
| EDFF count, synth | 0 |
| CP max stage cell | clkdlybuf4s50_1 |
| Setup slack after layout | 0.544 ns |
| Worst Setup Path Type | flip-flop to output port |
| Design Power | 684 uW |
| Mapped Area | 1520 um^2 |
| CP Max Fanout | 10 |
| Dominant register cell | dfxtp_1 |
| Area grow syn2layout | 19.6% |
| Initial antenna violation count | 0 |
| Vias in the first global route | 1,244 |
| Register pins left without a clock | 11 |
| Tmin final | 1.86 ns |
| Worst slack, placed | 0.448 ns |
| Yosys cell count | 193 |
| Synth flops | 29 |
| Max IR drop VDD | 0.000158 V |
| Ant. Diodes | 0 |
| Hold Path Class | flip-flop to flip-flop |
| Max cap viols | 0 |
| Detailed placement HPWL | 3060 um |
| Die Height | 108 um |
| Largest type area fraction | 23.7% |
| Clock Path Buffers | 2 |
| Drt via density | 4.33 |
| Async S/R FF share, synth | 0% |
| Biggest area cells | dfxtp_1 24%, dlxtp_1 11%, nor2_1 9.6% |
| Clock share of power | 35.6% |
| Cycle use final | 77.3% |
| Post-CTS setup buffers | 0 |
| H-tree Lvls | 1 |
| Syn Area/Cell | 7.89 um^2 |
| DRT antenna net count | 0 |
| Lkg Pwr | 0.634 nW |
| Logic pwr share | 14.5% |
| Least-Margin Pin Slew | 0.671 ns |
| Max stage delay on crit path | 0.57 ns |
| Placer congestion estimate | 0.887 |
| Switching Fraction | 24.2% |
| First-pass GRT wire length | 6430 um |
| Largest net degree at the start of global routing | 20 |
| Flop pwr share | 49.9% |
| Routed Wire Length | 3840 um |
| RSZ-0062 raised after global routing | no |
| Synth Instances | 193 |
| Die X | 108 um |
| DRC viols | 0 |
| Max FFs per register | 9 |
| Yosys cell types | 42 |
-- stage by stage --
stage	area [um^2]	std cells	hold slack, ns	utilization [%]
2_1_floorplan	1520	193	0.521	-
3_3_place_gp	1770	300	0.570	23.1
3_5_place_dp	1770	300	0.573	23.1
4_1_cts	1820	304	0.583	23.8
5_1_grt	1820	304	0.623	23.8
6_report	1820	304	0.580	23.8
-- power groups by stage --
stage | Combinational, mW | Sequential (mW) | Clock [mW]
CTS | 0.101 | 0.341 | 0.248
finish | 0.0994 | 0.341 | 0.243
global route | 0.111 | 0.344 | 0.266
-- area by class of cell --
cell class	instances	area (um^2)	share of cell area [%]
inverter	1	3.75	0.206
timing repair buffer	29	283	15.5
sequential	29	526	28.8
clock buffer	4	55.1	3.02
tap	102	128	7.01
multi-input combinational	139	827	45.4
-- final timing paths --
path	startpoint	endpoint	slack (ns)	cells past startpoint
setup / recovery	cell9.valid	valid[8]	0.54	1
hold / removal	cell4.symbol	cell4.symbol	0.58	2
setup reg to reg	cell6.valid	cell2.symbol	0.61	7
hold reg to reg	cell4.symbol	cell4.symbol	0.58	2
-- worst reg2reg max path: stages, from the launching register on --
cell and delay (ns):
dfxtp_1 0.49, ha_1 0.30, xor2_1 0.17, xnor2_1 0.23, xnor2_1 0.09, buf_4 0.18
mux2i_1 0.14, nor2_1 0.05
-- per-layer routing --
metal	vias up	routed length [um]	share of wire [%]	global-route usage [%]
met4	0	31	0.81	0.668
li1	674	-	-	-
met5	-	0	0	0
met2	29	1950	51	11.2
met3	2	163	4.2	0.663
met1	612	1700	44	9.26
-- cell usage in the layout (no fill, tap or decap), types with 2 or more instances in the layout --
master           instances
mux2i_1                  8
nor4_1                   2
o22a_1                   2
clkbuf_8                 4
nand4bb_1                3
nand4_1                  3
nand2b_1                 7
nand2_1                 19
ha_1                     4
nor3_1                   2
nor2_1                  39
o21ai_0                  2
dlxtp_1                 11
nand3_1                  6
buf_4                    3
dfxtp_1                 18
clkdlybuf4s50_1         26
a31oi_1                  2
a21oi_1                 14
xnor2_1                  3
or3_1                    5
-- cells by family (layout without fill, tap and decap cells) --
kind of cell,Yosys count,after routing,share of synthesized area (%)
AND-OR/OR-AND,29,29,12.8
XOR/XNOR,4,4,2.30
adder cells (fa/ha/maj),4,4,3.29
buffers and inverters,25,34,11.2
flip-flops,18,18,23.7
latches,11,11,10.8
multiplexers,8,8,5.26
AND/OR/NAND/NOR,94,94,30.6
Power and IR drop assume default switching activity.
